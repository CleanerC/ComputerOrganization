===== /design/flow/config.mk =====
export PLATFORM = sky130hd
export DESIGN_NAME = RegFile
export DESIGN_NICKNAME = RegFile
export VERILOG_FILES = /design/flow/design.v
export SDC_FILE = /design/flow/constraint.sdc
export NUM_CORES = 4
export LEC_CHECK = 1
export CORE_UTILIZATION = 30

===== /design/flow/run.sh =====
#!/bin/bash
# OpenROAD 26Q1-2900-gdf79404cd8, Yosys 0.63+post, stock flow scripts
make -C /OpenROAD-flow-scripts/flow DESIGN_CONFIG=/design/flow/config.mk WORK_HOME=/design/flow/orfs finish

===== /design/flow/constraint.sdc =====
current_design RegFile

set clk_period 22.2
set clk_io_pct 0.2

create_clock -name clk0 -period $clk_period [get_ports {clk}]

set non_clock_inputs [all_inputs -no_clocks]
set_input_delay [expr $clk_period * $clk_io_pct] -clock clk0 $non_clock_inputs
set_output_delay [expr $clk_period * $clk_io_pct] -clock clk0 [all_outputs]

===== /design/flow/design.v =====
module RegFile(clk, reset, WriteData, WriteRegister, RegWrite, ReadReg1, ReadReg2, 
			ReadData1, ReadData2);
	output [31:0] ReadData1, ReadData2;
	reg [31:0] ReadData1, ReadData2;
	input reset;
	input [31:0] WriteData;
	input [4:0] WriteRegister, ReadReg1, ReadReg2;
	input RegWrite, clk;
	integer i;
	reg [31:0] Reg_File[31:0];  
	always @(ReadReg1 or ReadReg2 or WriteRegister or WriteData)
	begin
	ReadData1 = Reg_File[ReadReg1];
	ReadData2 = Reg_File[ReadReg2];
	if (ReadReg1 == WriteRegister && (ReadReg1 != 0) && RegWrite)
		ReadData1 = WriteData;
	if (ReadReg2 == WriteRegister && (ReadReg2 != 0) && RegWrite )
		ReadData2 = WriteData;
	end
	always @(posedge clk)
	begin
	if (reset) 
	begin
		for (i=0; i<32; i=i+1)
		Reg_File[i] <= 0;
	end
	else if (RegWrite)
		begin
		if (WriteRegister != 32'd0)
		Reg_File[WriteRegister] <= WriteData;
		end
	end
endmodule

==> job_summary.md <==
## PnR job results

| Metric | Value |
|---|---|
| Clock transition at the registers of the reported paths | `~60 ps` |
| Synth logic family | `multiplexers` |
| # resized after CTS | `0` |
| Die X | `432 microns` |
| Total number of placement rows | `157` |
| Worst setup EP type | `output pin` |
| Maximum number of pins on one net before global-route repair | `74` |
| Number of synthesis warnings | `1` |
| First-pass GRT wire length | `between 200000 and 300000 microns` |
| Post-route minimum period | `~13000 ps` |
| Number of iterations in the first detailed-routing pass | `5` |
| Number of routed nets with antenna violations | `0` |
| Startpoint types | `input port` |
| Cell count in the Yosys report | `roughly 3700` |
| XOR/XNOR Area Share | `less than 1%` |
| Avg Cell Area, Syn | `15.0 sq um` |
| Data required time at the worst endpoint | `17760 ps` |
| Adder Share, Synth | `0%` |
| Number of CTS-inserted buffers | `106` |
| Area leader, netlist | `sky130_fd_sc_hd__edfxtp_1` |
| Number of I/O pins | `114` |
| Number of max-cap violations | `0` |
| Number of hold-slack violations in the final timing report | `0` |
| Post-route fraction of the period consumed by the critical path | `between 50% and 60%` |
| Status | `complete, no violations` |
| Cell area power density | `~73 nW/um^2` |
| Netlist area before placement | `55600 sq um` |
| Ratio of routed vias to standard cells | `5.28` |
| Die Y-Extent | `around 430 microns` |
| Setup slack of the critical path after layout | `9220 ps` |
| Biggest area contributors in the synthesized netlist | `sky130_fd_sc_hd__edfxtp_1, sky130_fd_sc_hd__mux4_2, sky130_fd_sc_hd__and2_1` |
| Crit path max fanout | `73` |
| Basic Gates by Area | `13.1%` |
| Standard cell core area | `between 150000 and 200000 sq um` |
| Total routed wirelength | `approximately 190000 microns` |
| Finish-stage setup viols | `0` |
| Pre-placement core utilization | `a little under a third` |
| Root Buffer Master | `sky130_fd_sc_hd__clkbuf_16` |
| Warning total across the stage logs | `26` |
| Slew at the pin closest to its max-slew limit | `883 ps` |
| Yosys stat chip area | `55600 sq um` |
| Estimated wirelength of the detail-placed design | `~110000 microns` |
| Largest registers ranked by flip-flop count | `Reg_File: 1024 flops` |
| TNS Setup | `0 ps` |
| Register bit total from synthesis | `1024` |
| Max rail drop VDD | `0.0622 mV` |
| CP Class | `in2out` |
| Count of input and output buffers | `113` |
| Reg area | `30700 sq um` |
| Post-route core utilization | `approximately a third` |
| Number of cells produced by synthesis | `between 3000 and 4000` |
| Worst Min Path Start | `reset` |
| Die area | `about 190000 sq um` |
| Post-synth seq share | `55.3%` |
| TritonCTS clock tree | `yes` |
| Tot GR Track Use | `between 20% and 30%` |
| Data arrival at the endpoint of the critical path | `8540 ps` |
| Fraction of final layout cells sized beyond drive strength 1 | `a little under a quarter` |
| Multi-input logic area | `roughly 23000 sq um` |
| P_leak | `about 22 nW` |
| Final weighted congestion in routability-driven placement | `between 0.8 and 0.9` |
| Fillcell total | `around 17000` |
| Count of unique library cells instantiated by Yosys | `43` |
| RSZ-0062 raised after global routing | `false` |
| DRC | `0` |
| Total power | `4.57 mW` |
| Worst relative slew slack | `41.1%` |
| Launching element of the worst setup path | `ReadReg2[1]` |
| Post-CTS Hold Buffers | `0` |
| GRT overflow | `0` |
| Via count of the first global-routing pass | `35800` |
| Number of sinks on the clock net | `1024` |
| Fin Hold WS | `4280 ps` |
| Flip-flop count of the largest register after layout | `1024` |
| Highest attainable clock frequency | `0.0771 GHz` |
| Signed area change from the synthesized netlist to the final layout | `12.8%` |
| Antenna violations before repair | `3` |
| Mux share of post-synthesis cell area | `~25%` |
| Register ranked first by flip-flop count | `Reg_File` |
| Initial DRC Count | `2083` |
| Type of the most critical hold path | `in2reg` |
| Final slew viol count | `0` |
| Maximum clock path buffer count | `3` |
| Aoi/oai-family share of the synthesized area | `3.50%` |
| Total number of vias | `33100` |
| DR WL/cell | `29.7 microns` |
| Number of levels in the clock H-tree | `3` |
| Postcts setup bufs | `0` |
| Pre-CTS setup slack | `9190 ps` |
| Top-area cell share | `between 50 and 60%` |
cell usage after synthesis, drive strengths merged:
master  count
a211oi      1
a221oi      1
a22oi      93
a31o        2
a31oi       1
and2      995
and3        1
buf       149
clkbuf    248
clkinv      1
conb        1
edfxtp   1024
inv         3
mux2        1
mux2i     350
mux4      449
nand2      35
nand2b      1
nand3       4
nand3b      5
nor2      100
nor2b       3
nor3        1
nor4        4
o211ai     64
o21ai      33
o221a      31
o22ai      32
or2        63
or3         2
or3b        3
xor2        8
final cells by class:
cell class / count / share of cell area (%)
Clock buffer: 130 / 4.41
Tap cell: 2464 / 4.92
Clock inverter: 60 / 0.675
Antenna cell: 9 / 0.0359
Timing Repair Buffer: 258 / 3.63
Inverter: 4 / 0.0240
Sequential cell: 1024 / 49.1
Multi-Input combinational cell: 2315 / 37.3
worst paths after layout:
check                        endpoint  cells after the start
worst max-delay path    ReadData2[14]                     10
worst min-delay path  Reg_File[0][19]                      1
cells in the final DEF (no fill, tap or decap), drive strengths merged:
cell type,netlist,routed
edfxtp,1024,1024
and2,995,995
mux4,449,449
mux2i,350,350
buf,149,153
clkbuf,248,131
clkdlybuf4s50,0,104
nor2,100,100
a22oi,93,93
o211ai,64,64
or2,63,63
clkinv,1,49
nand2,35,35
o21ai,33,33
conb,1,32
o22ai,32,32
o221a,31,31
diode,0,9
inv,3,9
xor2,8,8
nand3b,5,5
bufinv,0,4
nor4,4,4
nand3,4,4
nor2b,3,3
or3b,3,3
a31o,2,2
or3,2,2
clkinvlp,0,2
nor3,1,1
mux2,1,1
a221oi,1,1
a31oi,1,1
and3,1,1
a211oi,1,1
nand2b,1,1
per-layer routing:
metal / vias up / global-route usage (%) / share of wire (%)
li1: 14200 / - / -
met1: 16200 / 22.2 / 31
met2: 2261 / 31.7 / 46
met3: 423 / 17.1 / 18
met4: 12 / 7.87 / 4.7
met5: - / 2.39 / 0.22
cells by family after synthesis:
family                 count (synthesis)
buffers and inverters                401
AND-OR/OR-AND                        258
multiplexers                         800
XOR/XNOR                               8
flip-flops                          1024
other                                  1
AND/OR/NAND/NOR                     1217
critical path, cell delays in order:
cell and delay, ps:
sky130_fd_sc_hd__buf_8 380, sky130_fd_sc_hd__buf_4 640, sky130_fd_sc_hd__buf_12 490, sky130_fd_sc_hd__buf_4 660
sky130_fd_sc_hd__mux4_2 350, sky130_fd_sc_hd__mux2i_1 70, sky130_fd_sc_hd__mux2i_1 240, sky130_fd_sc_hd__o22ai_1 160
sky130_fd_sc_hd__nor2_1 380, sky130_fd_sc_hd__clkdlybuf4s50_1 540
report_power, final:
| part | switching [mW] | internal, mW |
|---|---|---|
| Combinational | 0.332 | 0.261 |
| Clock | 0.771 | 0.927 |
| Sequential | 0.0489 | 2.23 |
through the flow:
stage | cell area (sq um) | std cells
after floorplan | 55700 | 3740
after global placement | 59500 | 6065
after detailed placement | 59500 | 6065
after CTS | 62700 | 6255
after global routing | 62700 | 6257
final | 62700 | 6264
Power figures rest on the tool's default switching activity, not on a simulated workload.
