--- design/flow/run.sh ---
#!/bin/bash
# OpenROAD 26Q1-2900-gdf79404cd8, Yosys 0.63+post, stock flow scripts
make -C /OpenROAD-flow-scripts/flow DESIGN_CONFIG=/design/flow/config.mk WORK_HOME=/design/flow/orfs finish
--- design/flow/config.mk ---
export PLATFORM = sky130hd
export DESIGN_NAME = nbit_register_file
export DESIGN_NICKNAME = nbit_register_file
export VERILOG_FILES = /design/flow/design.v
export SDC_FILE = /design/flow/constraint.sdc
export NUM_CORES = 4
export LEC_CHECK = 1
export CORE_UTILIZATION = 50
--- design/flow/constraint.sdc ---
current_design nbit_register_file

set clk_period 6.4
set clk_io_pct 0.2

create_clock -name clk0 -period $clk_period [get_ports {clk}]

set non_clock_inputs [all_inputs -no_clocks]
set_input_delay [expr $clk_period * $clk_io_pct] -clock clk0 $non_clock_inputs
set_output_delay [expr $clk_period * $clk_io_pct] -clock clk0 [all_outputs]
--- design/flow/design.v ---
module nbit_register_file(write_data, 
                          read_data_1, read_data_2, 
                          read_sel_1, read_sel_2, 
                          write_address, RegWrite, clk);
    parameter data_width = 32;
    parameter select_width = 5; 
    input                                       clk, RegWrite;
    input           [data_width-1:0]            write_data;
    input           [4:0]                       read_sel_1, read_sel_2, write_address;
    output		     [data_width-1:0]            read_data_1, read_data_2;
    reg             [data_width-1:0]            register_file [0:data_width-1];
    integer i;
    initial begin
        for (i = 0; i < 32; i = i + 1) begin 
            register_file[i] = 10*i;
        end     
    end
	 assign		read_data_1 = register_file[read_sel_1];
	 assign		read_data_2 = register_file[read_sel_2];
    always @ (posedge clk) begin
        if (RegWrite) 
            register_file[write_address] <= write_data;
    end
endmodule
==> run_results.csv <==
group,metric,value,unit
worst_setup_path,path_class,"input port to output pin",
worst_setup_path,cp.depth,8,
final_layout,top_register,"register_file",
routing,route.detailed.drc,0,
routing,drt_iter0_markers,2445,
die,ioPinCount,113,
clock_network,cts_buffers,108,
worst_setup_path,start_kind,"input port",
clock_network,cts_resized,0,
worst_setup_path,crit_chain,"clkdlybuf4s50_1 > nor2b_4 > buf_4 > a22o_1 > nor3_1 > a31oi_1 > nand3_1 > clkdlybuf4s50_1",
final_timing,drv_slew,0,
pwr,peakVddDrop,0.000209,V
worst_setup_path,critPathTopFamily,"buffers and inverters",
clock_network,post-cts-setup-buffers,0,
worst_setup_path,critPathArrivalTime,4.37,ns
place,dp_hpwl,84700,um
die,fp_util,50.5,%
pwr,switching_power,0.00348,W
worst_setup_path,critical_path.startpoint,"read_sel_2[2]",
pwr,pwr-share-clk,40.2,%
synthesis,synth.avg_cell_area,14.4,um2
final_layout,fin_util,57.0,%
final_layout,drive_above_1_share,9.74,%
die,die_h,314,um
routing,via_per_inst,6.46,
worst_setup_path,required,5.12,ns
synthesis,yosys_cells,3386,
die,design.core.area,96700,um2
final_layout,fillCellCount,7234,
die,die-area,98800,um2
final_layout,largest_register_ffs,1024,
pwr,internal-power,0.0114,W
synthesis,synth_seq_share,63.0,%
clock_network,cts_tree,"yes",
clock_network,cts_root_buf,"clkbuf_16",
global_route,grt_pass1_vias,32602,
synthesis,ys_area,48800,um2
worst_setup_path,cp_max_fo,31,
hold_path,worstHoldStart,"write_data[3]",
synthesis,syn_area,48800,um2
worst_setup_path,cp_num_buf_inv,3,
pwr,p_seq_share,50.3,%
die,chipWidth,314,um
hold_path,min_path_cells,2,
clock_network,htreeDepth,3,
final_timing,maxSlewHeadroom,24.8,%
pwr,switching_share,23.4,%
final_timing,fin_crit_sh,88.3,%
final_timing,setup-tns-final,0,ns
routing,num_vias,31477,
routing,routed_wirelength,155000,um
routing,postRouteAntennaNets,0,
final_timing,rsz0062_at_grt,"no",
global_route,antenna_found_initial,2,
final_layout,layout-area-overhead-vs-synth,13.0,%
synthesis,ys_warn_count,1,
final_timing,fmax,177,MHz
final_timing,period_needed,5.65,ns
global_route,grt_max_degree,86,
final_layout,top_regs,"register_file x1024",
global_route,overflow,0,
status,status,"finished clean",
clock_network,path_clk_slew,0.06,ns
worst_setup_path,crit_slowest_cell,"clkdlybuf4s50_1",
clock_network,clockBufferDepth,3,
global_route,grt_first_pass_wirelength,221000,um
clock_network,cts.sinks,1024,
job,maxCapViolations,0,
routing,routedWlPerCell,31.8,um
hold_path,hold_class,"input port to flip-flop",
job,warning_count,26,
worst_setup_path,slowest_delay,0.62,ns
synthesis,syn_inst,3386,
pwr,power_density,270,nW/um2
synthesis,ys_types,23,
final_timing,setup_violations,0,
worst_setup_path,end_kind,"output pin",
place,portBuffers,112,
die,rows,114,
final_timing,timing.final.hold_violations,0,
final_timing,worstMarginPinSlew,1.13,ns
clock_network,postCtsHoldBufs,0,
global_route,track_usage,34.4,%
worst_setup_path,crit_top_cell,"clkdlybuf4s50_1",
place,gp_congestion,0.911,
routing,dr.pass1.iters,5,
pwr,combPwrFrac,9.5,%
synthesis,ys_ff,1024,
pwr,p_leak,20.3,nW
==> Yosys cell counts <==
master    instances  area [um2]
nand3_1         194         971
a21oi_1         192         961
buf_1             1        3.75
nand3b_1          5        37.5
buf_2            70         350
buf_4            47         353
edfxtp_1       1024       30700
or3b_2            3        26.3
nor2_1           35         131
a22o_1          128        1120
mux2i_1        1024       10200
nand2_1         195         732
clkbuf_4          4        30.0
nand2b_1          4        25.0
a22oi_1         192        1440
nor3_1           64         320
a31oi_1          64         400
clkbuf_1         86         323
or3_1             1        6.26
buf_6            45         507
nor2b_1           4        25.0
or2_2             2        12.5
and2_1            2        12.5
==> routing by layer <==
metal	part of all wire, %	global-route usage, %
met1	35	45.9
met5	0.032	0.484
met4	4.0	10.7
met3	16	23.2
met2	44	48.0
==> cell type report <==
type | count | area (um2) | area share, %
well taps | 1276 | 1600 | 2.90
clock buffers | 135 | 2850 | 5.16
repair buffers | 264 | 2670 | 4.85
multi-input cells | 2109 | 16800 | 30.4
flip-flops and latches | 1024 | 30700 | 55.8
clock inverters | 62 | 490 | 0.890
diodes | 2 | 5.00 | 0.00908
==> cells in the final DEF, fill, tap and decap left out <==
cell type,netlist,final
a21oi_1,192,192
a22o_1,128,128
a22oi_1,192,192
a31oi_1,64,64
and2_4,0,2
buf_12,0,32
buf_4,47,120
buf_8,0,2
bufinv_16,0,7
clkbuf_1,86,25
clkbuf_16,0,110
clkdlybuf4s50_1,0,110
clkinv_1,0,27
clkinv_2,0,18
clkinv_8,0,1
clkinvlp_4,0,5
diode_2,0,2
edfxtp_1,1024,1024
inv_6,0,4
mux2i_1,1024,1024
nand2_1,195,193
nand2_2,0,2
nand2b_2,0,4
nand3_1,194,194
nand3b_1,5,5
nor2_1,35,1
nor2_4,0,34
nor2b_4,0,4
nor3_1,64,64
or2_2,2,2
or3_1,1,1
or3b_2,3,3
==> cells by family (layout without fill, tap and decap cells) <==
kind of cell	after synthesis	count (layout)	share of synthesized area (%)
buffers and inverters	253	461	3.21
flip-flops	1024	1024	63.0
other	0	2	0
multiplexers	1024	1024	21.0
AND/OR/NAND/NOR	509	509	4.71
AND-OR/OR-AND	576	576	8.04
==> through the flow <==
step	std cells	total power, W	setup slack, ns	cell area, um2	hold slack [ns]
CTS	4870	0.0149	0.858	55100	1.37
detailed placement	4673	0.00903	0.846	51800	2.11
floorplan	3386	0.00840	2.69	48800	1.38
finish	4872	0.0149	0.749	55100	1.40
global placement	4673	0.00901	0.876	51800	2.11
global route	4870	0.0153	0.732	55100	1.41
==> power groups by stage <==
stage	combinational [W]	sequential (W)	clock (W)
finish	0.00141	0.00750	0.00598
global route	0.00149	0.00750	0.00631
CTS	0.00139	0.00750	0.00605
==> path summary, 6_finish.rpt <==
check and end:
max read_data_2[16], min register_file[24][3]$_DFFE_PP_
Power is estimated from default activity; no workload was simulated.
