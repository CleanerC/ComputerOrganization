[design.v]
module memory2(clk, mem_read, mem_write, address, data_in, data_out);
   input  clk, mem_read, mem_write;
   input [31:0] address, data_in;
   output [31:0] data_out;
   integer       i;
   reg [31:0]    mem_array [0:127];
   initial begin
      for (i=0; i<128; i=i+1)
        mem_array[i] <= i;
   end
   always @(posedge clk)
     begin
        if(mem_write)
          mem_array[address] <= data_in;
     end
   assign data_out = mem_array[address];
endmodule
[run.sh]
#!/bin/bash
# OpenROAD 26Q1-2900-gdf79404cd8, Yosys 0.63+post, stock flow scripts
make -C /OpenROAD-flow-scripts/flow DESIGN_CONFIG=/design/flow/config.mk WORK_HOME=/design/flow/orfs finish
[config.mk]
export PLATFORM = sky130hd
export DESIGN_NAME = memory2
export DESIGN_NICKNAME = memory2
export VERILOG_FILES = /design/flow/design.v
export SDC_FILE = /design/flow/constraint.sdc
export NUM_CORES = 4
export LEC_CHECK = 1
export CORE_UTILIZATION = 40
[constraint.sdc]
current_design memory2

set clk_period 63.8
set clk_io_pct 0.2

create_clock -name clk0 -period $clk_period [get_ports {clk}]

set non_clock_inputs [all_inputs -no_clocks]
set_input_delay [expr $clk_period * $clk_io_pct] -clock clk0 $non_clock_inputs
set_output_delay [expr $clk_period * $clk_io_pct] -clock clk0 [all_outputs]
==> impl_metrics.py <==
# Generated from Yosys and OpenROAD reports
metrics = {
    "timing": {
        "setup_viol": 0,
        "hold_viol": 0,
        "fin_crit_ns": 32.35,
        "rsz0062_at_grt": "no",
        "max_slew_margin_pct": -0.263,
        "setup_tns_ns": 0,
        "slew_violations": 6,
        "max_freq_mhz": 30.9,
        "period_used_pct": 50.7,
        "tightest_slew_ns": 1.50,
        "hold_ws_ns": 12.06,
    },
    "die": {
        "num_rows": 229,
        "die_h_um": 628,
        "core-area_um2": 389000,
        "boundaryPins": 99,
        "die_w_um": 628,
        "dieArea_um2": 394000,
        "fp_util_pct": 40.2,
    },
    "clock_network": {
        "cts_tree": "yes",
        "cts_buffers": 415,
        "cts_resized": 0,
        "cts.path.max_buffers": 4,
        "clk_pin_slew_ns": 0.06,
        "cts_sinks": 4096,
        "htreeDepth": 5,
        "cts_hold_buffers": 0,
        "post_cts_buffers": 0,
        "root_buffer": "clkbuf_16",
    },
    "power_and_ir_drop": {
        "power.density_nw_per_um2": 31.6,
        "pwr-share-comb_pct": 6.5,
        "clkPwrFrac_pct": 40.8,
        "sw_frac_of_total_pct": 22.9,
        "ir_drop_uv": 25.8,
        "p_int_mw": 4.35,
        "p_leak_nw": 54.7,
        "power.switching_mw": 1.29,
        "p_seq_share_pct": 52.7,
    },
    "route": {
        "drcViolationCount": 0,
        "detail_route.iter0.violations": 6985,
        "drtPass1Iterations": 23,
        "routed_wl_um": 543000,
        "vias": 93085,
        "via_per_inst": 6.29,
        "final_antenna_net_count": 0,
        "wl_per_cell_um": 36.7,
    },
    "global_routing": {
        "grt_first_pass_wirelength_um": 749000,
        "antenna_found_initial": 58,
        "gr-usage-all-layers_pct": 30.2,
        "grt_pass1_vias": 97344,
        "grt_max_degree": 83,
        "grt.overflow.total": 0,
    },
    "cells_and_area": {
        "top_register": "mem_array",
        "largest_reg_flops": 4096,
        "drive_above_1_share_pct": 17.4,
        "largestRegisters": "mem_array: 4096 flops",
        "areaGrowthSynthToFinish_pct": 14.2,
    },
    "flow_run": {
        "cap_violations": 1,
        "tool_warnings": 52,
    },
    "place": {
        "portBuffers": 72,
        "place.gp.congestion": 0.960,
        "dp_hpwl_um": 324000,
    },
    "setup_path": {
        "cp-end-kind": "output port",
        "cp_cell_sequence": "buf_8, buf_4, buf_4, buf_4, buf_4, buf_4, mux4_2, nand2_1, a21oi_1, a21oi_1, o2111ai_1, or4_1, clkdlybuf4s50_1",
        "worst_ep_arrival_time_ns": 19.59,
        "critical_path_class": "primary input to output port",
        "crit_path_start_kind": "primary input",
        "critPathRequiredTime_ns": 51.04,
        "cp_max_fo": 61,
        "cp_common_cell": "buf_4",
        "critPathSlowestCell": "or4_1",
        "crit_path_max_incr_delay_ns": 0.94,
    },
    "synthesis": {
        "synth_area_um2": 157000,
        "edf_count": 4096,
        "yosys_area_um2": 157000,
        "syn_inst": 8922,
        "synth_cell_types": 75,
        "yosysSeqAreaShare_pct": 78.5,
        "avgSynthCellArea_um2": 17.6,
        "synthFlopType": "edfxtp_1",
        "ys.warnings.count": 1,
        "yosys_cells": 8922,
        "ys_ff": 4096,
        "async_flop_share_pct": 0,
    },
    "hold_path": {
        "hold_end": "mem_array[97][11]",
        "min_path_type": "primary input to flop",
        "holdPathStages": 1,
        "hp-start": "data_in[11]",
    },
    "run_status": {
        "violations": "capacitance limit, slew limit",
        "outcome": "finished, violations left",
    },
}
==> cell usage after synthesis, types with 135 or more instances <==
cell	count	share of area, %
buf_1	135	0.32
a221oi_1	847	4.7
edfxtp_1	4096	79
o22ai_1	170	0.68
nor2_1	290	0.70
buf_2	239	0.76
nand2_1	241	0.58
a21oi_1	425	1.4
clkbuf_1	324	0.78
a22oi_1	468	2.2
mux2_2	277	2.0
o21ai_0	324	1.0
==> layout make-up <==
class                           instances  area, um2
Fill cell                           31678     211000
Sequential cell                      4096     123000
Multi-Input combinational cell       4092      31700
Clock buffer                          520      10800
Tap cell                             5197       6500
Timing Repair Buffer                  581       4610
Clock inverter                        229       1900
Antenna cell                           77        193
Inverter                                7       50.0
==> critical path: cells and delay by family <==
family | cells | cell delay (ns)
multiplexers | 1 | 0.59
AND/OR/NAND/NOR | 2 | 1.02
buffers and inverters | 7 | 3.89
AND-OR/OR-AND | 3 | 1.06
==> worst max-delay path by stage <==
stage / startpoint / to / slack [ns] / cells after the start
6_report: address[0] / data_out[14] / 31.45 / 13
5_1_grt: address[0] / data_out[18] / 31.35 / 14
4_1_cts: address[0] / data_out[15] / 31.67 / 14
==> logic make-up (layout without fill, tap and decap cells) <==
logic type / after synthesis / in the layout / synth area share, %
muxes: 476 / 476 / 3.82
DFF: 4096 / 4096 / 78.5
buffers and inverters: 734 / 1337 / 2.03
AOI/OAI and AO/OA: 2731 / 2731 / 12.9
and+or+nand+nor: 885 / 885 / 2.74
other: 0 / 77 / 0
==> placed cells by master (no fill, tap or decap), types with 15 or more instances in the layout <==
cell and instances:
a211o_1 19, a211oi_1 37, a21o_1 15, a21oi_1 425
a221o_1 64, a221oi_1 847, a222oi_1 44, a22o_1 43
a22oi_1 468, a31oi_1 19, buf_4 530, bufinv_16 22
clkbuf_1 102, clkbuf_16 418, clkdlybuf4s50_1 34, clkinv_1 101
clkinv_2 74, diode_2 77, edfxtp_1 4096, mux2_2 277
mux2i_1 127, mux4_2 70, nand2_1 231, nand2b_1 20
nand3_1 27, nand3b_1 31, nor2_1 162, nor2_4 128
nor2b_1 100, nor3_1 40, o2111ai_1 16, o211ai_1 17
o21ai_0 321, o221ai_1 49, o22a_1 31, o22ai_1 170
o2bb2ai_1 25, or2_2 16
==> routing by layer <==
metal / vias to the layer above / global-route usage [%] / routed length [um]
met2: 7861 / 39.9 / 229000
li1: 38148 / - / -
met5: - / 10.6 / 5010
met3: 1390 / 30.1 / 122000
met1: 45576 / 29.5 / 152000
met4: 110 / 14.4 / 34700
==> power by group through the flow <==
stage / sequential [mW] / clock [mW] / combinational, mW
CTS: 2.97 / 2.32 / 0.352
global route: 2.97 / 2.43 / 0.377
finish: 2.97 / 2.30 / 0.364
==> metrics by stage <==
step           power [mW]  instances  util, %  setup slack, ns  area [um2]
6_report             5.64      14799     45.9            31.45      179000
3_5_place_dp         3.38      13973     42.6            31.67      166000
3_3_place_gp         3.38      13973     42.6            31.70      166000
5_1_grt              5.78      14783     45.9            31.35      179000
4_1_cts              5.65      14722     45.9            31.67      179000
2_1_floorplan        3.18       8922        -            36.20      157000
No activity file was given, so power comes from the tool's default toggle rates.
